==> ./design.v <==
module controller(
    input clock,
    input reset_n,
    input [117:0] config_in_tdata,
    input config_in_tvalid,
    output reg config_in_tready,
    output reg [112:0] bitcast_out_tdata,
    output reg bitcast_out_tvalid,
    input bicast_out_tredy
);
typedef struct packed {
    reg [4:0]   operator;
    reg [4:0]   sub_field_op;
    reg [39:0]  src_dim;
    reg [39:0]  dstn_dim;
    reg [10:0]  src_addr;
    reg [10:0]  dstn_addr;
    reg [2:0]   in_size;
    reg [2:0]   out_size;
} config_struct;
config_struct rd_config;
reg state,next_state;
always @(posedge clock) begin
    if (~reset_n) begin
        rd_config <= 0;
    end
    else if (config_in_tready && config_in_tvalid) begin
        rd_config <= config_in_tdata ;
    end
end
always @(posedge clock) begin
    if (!reset_n) state <= 0;
    else state <= next_state;
end
always_comb begin
    case (state)
        0:  if(config_in_tvalid) next_state = 1;
                    else next_state = 0;
        1:  if (bicast_out_tredy & (rd_config.operator==0))   next_state = 0;
                    else next_state = 1;
        default: next_state = 0;
    endcase
end
always @(posedge clock) begin
    if (state == 1) begin
        case (rd_config.operator)
            0: if (bicast_out_tredy) begin
                    bitcast_out_tdata  <= {rd_config.sub_field_op,rd_config.src_dim,rd_config.dstn_dim,
                                           rd_config.src_addr,rd_config.dstn_addr,rd_config.in_size,rd_config.out_size};
                    bitcast_out_tvalid <= 1;
                end
            default: begin
                bitcast_out_tdata  <= 0;
                bitcast_out_tvalid <= 0;
            end
        endcase
    end
end
assign config_in_tready = state == 0;
endmodule
==> ./run.sh <==
#!/bin/bash
# OpenROAD 26Q1-2900-gdf79404cd8, Yosys 0.63+post, stock flow scripts
make -C /OpenROAD-flow-scripts/flow DESIGN_CONFIG=/design/flow/config.mk WORK_HOME=/design/flow/orfs finish
==> ./config.mk <==
export PLATFORM = sky130hd
export DESIGN_NAME = controller
export DESIGN_NICKNAME = controller
export VERILOG_FILES = /design/flow/design.v
export SDC_FILE = /design/flow/constraint.sdc
export NUM_CORES = 4
export LEC_CHECK = 1
export CORE_UTILIZATION = 30
==> ./constraint.sdc <==
current_design controller

set clk_period 8.2
set clk_io_pct 0.2

create_clock -name clk0 -period $clk_period [get_ports {clock}]

set non_clock_inputs [all_inputs -no_clocks]
set_input_delay [expr $clk_period * $clk_io_pct] -clock clk0 $non_clock_inputs
set_output_delay [expr $clk_period * $clk_io_pct] -clock clk0 [all_outputs]
==> qor.txt <==
Outcome: complete, no violations
Startpoint Class: primary input
Final WL: 19.8 mm
Arr. time, crit path: 3.88 ns
CTS H-tree lvls: 1
Crit share post-route: 41.8%
Hold bufs inserted after CTS: 0
Post-Syn Instances: 760
Net Sw Frac: 22.5%
Final hold slack: 0.456 ns
Dpl ws: 4.21 ns
Vias: 5893
Seq pwr share: 48.9%
Total power draw: 2.73 mW
Gr usage total: 14.3%
PwrDens: 226 nW/µm²
Distinct cell type count after synthesis: 17
Cells along the critical path: clkdlybuf4s50_1 -> nor2b_4 -> buf_4 -> buf_4 -> nand2_1 -> a21boi_0
Post-DRT Antenna Nets: 0
Final worst path period need: 3.43 ns
Syn avg cell area: 11.3 µm²
Area Overhead vs Synth: 40.8%
PortBufs: 236
Max IR drop VDD: 156 µV
R2r setup slk: 5.77 ns
Max cap viols: 0
Latency at later pin: 0.53 ns
Clk buf depth: 3
GP Congestion: 0.803
Yosys cell count: 760
CP max stage cell: buf_4
Worst Tran Pin Value: 0.783 ns
Layout cell share with drive strength beyond 1: 5.49%
Core Area: 27900 µm²
Endpoints failing hold: 0
Setup_tns: 0 ns
Clock network power share: 40.2%
Via/cell ratio: 4.27
Number of enable flip-flop cells: 114
Final HPWL DP: 12.3 mm
Worst min path class: reg -> reg
DR iter-0 viols: 256
Clock slew at reported path FFs: 0.06 ns
Worst path max stage delay: 0.68 ns
Cts repair resizes: 0
CP required: 8.65 ns
CTS buffer count: 26
Lkg Pwr: 4.32 nW
Post-synthesis async set-or-reset flop share: 0%
RSZ-0062 raised after global routing: no
Final WS setup: 4.77 ns
Sw power: 0.616 mW
Die footprint: 29300 µm²
Seq cells post-synth: 233
Int Power: 2.12 mW
DRC: 0
Core Util at FP: 30.7%
Clock Tree Root: clkbuf_16
Worst Skew: 0.00627 ns
Endpoint class of the critical path: flop
Crit path max fanout: 64
Postcts setup bufs: 0
Most used cell, CP: buf_4
Synth Warn #: 2
Synth Cell Area: 8590 µm²
# rows: 61
# IOs: 237
Largest net degree at the start of global routing: 70
Die width: 171 µm
CTS Sinks: 233
DR pass1 iterations: 4
Grt total ovfl: 0
Die Ht: 171 µm
Initial antenna violation count: 0
Number of antenna diodes: 0
YS chip area: 8590 µm²
Routed len/inst: 14.4 µm
Seq share, synth: 67.6%
Worst slew margin: 47.8%
Post-synth top flop: dfxtp_1
Worst setup path class: in -> reg
Final Max Tran Viols: 0
Tool warnings: 25
Final setup viols: 0
Comb power frac: 10.9%
Max Clock Freq: 292 MHz
CTS tree: built
Vias in the first global route: 5753
First-pass GRT wire length: 31.3 mm
[synthesized netlist by cell type, types with 2 or more instances]
cell type  count  area (µm²)
a21boi_0     118         886
and2_1       113         707
buf_2          8        40.0
buf_6          5        56.3
clkbuf_1      37         139
dfxtp_1      119        2380
edfxtp_1     114        3420
inv_1          2        7.51
nand2_1      236         886
[area by class of cell]
type                    instances  area (µm²)
inverters                       2        7.51
clock inverters                 8        56.3
flip-flops and latches        233        5810
repair buffers                245        2430
multi-input cells             474        2560
well taps                     378         473
clock buffers                  40         763
fillers                      2657       15800
[worst max-delay path, delay by kind of cell]
family                 cells  cell delay (ns)
and+or+nand+nor            2             0.29
AOI/OAI and AO/OA          1             0.18
buffers and inverters      3             1.70
[power groups by stage]
stage	logic, mW	registers, mW	clock network (mW)
global route	0.335	1.35	1.18
finish	0.297	1.34	1.10
CTS	0.307	1.34	1.14
[cells by family after synthesis]
group	Yosys count	share of synthesized area, %
simple gates	353	19.0
flops	233	67.6
compound gates	121	10.5
buf+inv	53	2.87
[metal layers]
layer | wire, µm | share of wire, % | vias up | track usage (%)
met5 | 0 | 0 | - | 0
met4 | 483 | 2.4 | 0 | 3.22
met3 | 1940 | 9.8 | 30 | 4.94
met2 | 9010 | 45 | 179 | 22.4
met1 | 8420 | 42 | 2735 | 19.9
li1 | - | - | 2949 | -
[state kept, by name, summed over array words and instances (netlist names)]
| register | count |
|---|---|
| rd_config | 118 |
| bitcast_out_tdata | 113 |
| bitcast_out_tvalid | 1 |
| state | 1 |
[through the flow]
step           area [µm²]  instances  utilization (%)
3_3_place_gp        11300       1332             40.4
4_1_cts             12100       1380             43.3
2_1_floorplan        8590        760                -
6_report            12100       1380             43.3
5_1_grt             12100       1380             43.3
3_5_place_dp        11300       1332             40.4
[placed cells by master, fill, tap and decap left out, drive strengths merged]
master and count:
a21boi 118, a21oi 1, a31oi 1, and2 113, buf 10, clkbuf 40, clkdlybuf4s50 235, clkinv 6
clkinvlp 2, dfxtp 119, edfxtp 114, inv 2, nand2 236, nand2b 1, nor2b 1, nor3 1
o21ai 1, or3 1
[final timing paths]
path                            cells past startpoint                    end              from
worst min register to register                      2         rd_config[108]    rd_config[108]
worst max-delay path                                6          rd_config[16]  config_in_tvalid
worst min-delay path                                2         rd_config[108]    rd_config[108]
worst max register to register                      5  bitcast_out_tdata[40]    rd_config[117]
Power is estimated from default activity; no workload was simulated.
