===== flow/run.sh =====
#!/bin/bash
# OpenROAD 26Q1-2900-gdf79404cd8, Yosys 0.63+post, stock flow scripts
make -C /OpenROAD-flow-scripts/flow DESIGN_CONFIG=/design/flow/config.mk WORK_HOME=/design/flow/orfs finish

===== flow/config.mk =====
export PLATFORM = sky130hd
export DESIGN_NAME = tensor_interface
export DESIGN_NICKNAME = tensor_interface
export VERILOG_FILES = /design/flow/design.v
export SDC_FILE = /design/flow/constraint.sdc
export NUM_CORES = 4
export LEC_CHECK = 1
export CORE_UTILIZATION = 30

===== flow/constraint.sdc =====
current_design tensor_interface

set clk_period 7.4
set clk_io_pct 0.2

create_clock -name clk0 -period $clk_period [get_ports {clock}]

set non_clock_inputs [all_inputs -no_clocks]
set_input_delay [expr $clk_period * $clk_io_pct] -clock clk0 $non_clock_inputs
set_output_delay [expr $clk_period * $clk_io_pct] -clock clk0 [all_outputs]

===== flow/design.v =====
module tensor_interface(
    input               clock,
    input               reset_n,
input [106:0]           config_in_tdata,
    input               config_in_tvalid,
    output              config_in_tready,
    output reg [15:0]   ar_addr,
    output reg          ar_valid,
input                   ar_ready,
    input [31:0]        r_data,
    input               r_last,
    input               r_valid,
    output              r_ready,
    output reg [15:0]   aw_addr,
    output reg          aw_valid,
    input               aw_ready,   
    output reg [31:0]   w_data,
    output reg          w_last,
    output reg          w_valid,
    input               w_ready,
    input               b_resp,
    input               b_valid,
    output              b_ready,
    output reg [31:0]   out_data,
    output reg          out_last,
    output reg          out_valid,
    input               out_ready        
);
reg [2:0] state,next_state;
reg [1:0] rd_wr; 
reg [10:0] rd_base_addr;
reg [15:0] no_of_rd;
reg [15:0] rd_addr_count;
reg [10:0] wr_base_addr;
reg [15:0] no_of_wr;
reg [15:0] wr_addr_count;
always @(posedge clock) begin
    if (!reset_n) no_of_rd <= 0;
    else if (config_in_tvalid && config_in_tready) begin
        rd_wr = config_in_tdata[106:105];
        case (config_in_tdata[104:102])
            0: no_of_rd <= 0;
            1: no_of_rd <= config_in_tdata[90:51] >> 2;
            2: no_of_rd <= config_in_tdata[90:51] >> 1;
            3: no_of_rd <= config_in_tdata[90:51];
            4: no_of_rd <= config_in_tdata[90:51];
            5: no_of_rd <= (config_in_tdata[90:51]*5)>>2 + 1;
            6: no_of_rd <= (config_in_tdata[90:51]*6)>>2 + 1;
            7: no_of_rd <= (config_in_tdata[90:51]*7)>>2 + 1;
            default: no_of_rd <= config_in_tdata[90:51];
        endcase
        rd_base_addr <= config_in_tdata[101:91];
        case (config_in_tdata[104:102])
            0: no_of_wr <= 0;
            1: no_of_wr <= config_in_tdata[39:0] >> 2;
            2: no_of_wr <= config_in_tdata[39:0] >> 1;
            3: no_of_wr <= config_in_tdata[39:0];
            4: no_of_wr <= config_in_tdata[39:0];
            5: no_of_wr <= (config_in_tdata[39:0]*5)>>2 + 1;
            6: no_of_wr <= (config_in_tdata[39:0]*6)>>2 + 1;
            7: no_of_wr <= (config_in_tdata[39:0]*7)>>2 + 1;
            default: no_of_wr <= config_in_tdata[39:0];
        endcase
        wr_base_addr <= config_in_tdata[50:40];
    end
end
always @(posedge clock) begin
    if (!reset_n) state <= 0;
    else state <= next_state;
end
always @(*) begin
    case (state)
        0:  if (config_in_tvalid) 
                if (config_in_tdata[106:105]==1) next_state = 3;
                else if (config_in_tdata[106:105]==2 || config_in_tdata[106:105]==3) next_state = 1;
                else next_state = 0;
            else next_state = 0;
        1:  if (ar_ready) next_state = 2;
            else next_state = 1;
        2:  if (r_valid && r_last) 
                if (rd_wr==3) next_state = 3;
                else next_state = 0;
            else next_state = 2;
        3:  if(aw_ready) next_state = 4;
            else next_state = 3;
        4:  if(w_ready && wr_addr_count == no_of_wr-1) next_state = 5;
            else next_state = 4;
        5:  if(b_valid && b_resp) next_state = 0;
            else next_state = 5;
        default: next_state = 0;
    endcase
end
always @(posedge clock) begin
    if (state == 1 && ar_ready) begin
        ar_addr  <= rd_base_addr;
        ar_valid <= 1;
    end
    else if (state == 2 && r_valid) begin
        ar_addr  <= rd_base_addr + rd_addr_count;
        ar_valid <= 1;
    end
    else begin 
        ar_addr  <= 0;
        ar_valid <= 0;
    end 
    if (state == 2) begin
        out_data  <= r_data;
        out_valid <= r_valid;
        out_last  <= r_last;
    end
    if (state == 3 && aw_ready) begin
        aw_addr  <= wr_base_addr;
        aw_valid <= 1;
    end
    else if (state == 4 && w_ready) begin
        aw_addr  <= wr_base_addr + wr_addr_count;
        aw_valid <= 1;
    end
    else begin
        aw_addr  <= 0;
        aw_valid <= 0;
    end
    if (state == 4 && w_ready) begin
        w_data  <= 0; 
        w_valid <= 1;
    end
    if (state == 0) rd_addr_count <= 0;
    else if(state == 2) rd_addr_count <= rd_addr_count + 1;
    if (state == 0) wr_addr_count <= 0;
    else if(state == 4) wr_addr_count <= wr_addr_count + 1;
end
assign b_ready = state == 5;
assign r_ready = out_ready && (state==2);
assign config_in_tready = state == 0;
endmodule

==> results.yml <==
# implementation run metrics
logic_synthesis:
  syn_inst: 1021
  ys_warn_count: 2
  synth.largest_area_cell: "edfxtp_1"
  synth-seq-cells: 146
  yosys_cells: 1021
  top_cells_by_area: "edfxtp_1 (22%), dfxtp_1 (15%), ha_1 (11%)"
  top_cell_area_share_pct: 22.4
  common_cells: "ha_1 (86), nand2_1 (83), nor2_1 (81), edfxtp_1 (74), dfxtp_1 (72)"
  synth-edff-count: 74
  synth_cell_types: 68
  yosysChipArea_um2: 9930
  synth.most_common_cell: "ha_1"
  synth_seq_share_pct: 36.9
  ys_dominant_reg_cell: "edfxtp_1"
  syn_avg_cell_area_um2: 9.72
  async_flop_share_pct: 0
  syn_area_um2: 9930
worst_hold_path:
  hp-class: "reg -> reg"
critical_path:
  crit_type: "in -> reg"
  startpoint_type: "primary input"
  cp.arrival_ps: 5210
  cp-end-kind: "flip-flop"
  critPathMaxFanout: 12
  worst_ep_required_time_ps: 7560
  r2r_slack_ps: 4630
power_and_ir_drop:
  swShare_pct: 27.8
  p_per_area_nw_per_um2: 177
  power.total_mw: 2.20
  power.leakage_nw: 4.68
  vdd_drop_max_mv: 0.153
  power_frac_seq_pct: 40.5
  total_switching_power_mw: 0.610
  clockPowerShare_pct: 38.1
  internal_power_mw: 1.59
  combPwrFrac_pct: 21.4
clock_network:
  cts_max_path_buffers: 2
  cts_setup_buffers: 0
  cts_tree: "built"
  cts-root-buf: "clkbuf_16"
  clk_pin_slew_ps: 60
  cts_buffers: 17
  cts.sink_count: 146
  insertion_delay_ps: 420
  ctsHoldBuffers: 0
  cts_resized: 0
  htreeDepth: 4
final_timing:
  max_slew_margin_pct: 59.0
  clock.fmax_ghz: 0.198
  hold_viol: 0
  hold-worst-slack_ps: 497
  setup_viol: 0
  worst_pin_slew_ps: 613
  finalCritPeriodShare_pct: 68.3
  slew_violations: 0
  skew_ps: 8.12
  worst_slack_ps: 2350
  finalCriticalPeriod_ps: 5050
  rsz0062_at_grt: "no"
  tns_ps: 0
route:
  drt_iter0_drc: 345
  vias_per_cell: 4.76
  drtAntennaViolNets: 0
  drc: 0
  firstDrtPassIters: 4
  vias: 7723
  antennaDiodeCount: 0
  drt_wl_total_um: 22300
  wl_per_cell_um: 13.7
grt:
  grt_pass1_wl_um: 36500
  grt_max_degree: 46
  grt_usage_pct: 13.7
  antenna_found_initial: 0
  grt-ovfl-total: 0
  grt_pass1_vias: 7321
placed_design:
  io_buffers: 159
  preCtsSetupSlack_ps: 1870
  gp_congestion: 0.895
  hpwl_um: 16900
  placed_cells: 1592
  placed_area_um2: 11900
run:
  log.warning_count: 87
  max-cap-violations: 0
status:
  status: "completed"
die:
  rows: 66
  chip_area_um2: 33800
  die_h_um: 184
  fp_util_pct: 30.5
  die-width_um: 184
  io_pins: 255
  coreArea_um2: 32500
cells_and_area:
  postLayoutCoreUtil_pct: 38.2
  drive_gt1_share_pct: 5.08
  area_delta_synth_final_pct: 25.3
  final_cells: 1624
  final_cell_area_um2: 12400
flip-flops by register name, summed over array words and instances, names as in the netlist:
signal,flops
rd_base_addr,11
no_of_wr,16
rd_wr,2
state,6
rd_addr_count,16
ar_valid,1
out_data,32
aw_addr,16
aw_valid,1
out_valid,1
ar_addr,16
out_last,1
wr_base_addr,11
wr_addr_count,16
power groups by stage:
stage | logic (mW) | registers (mW) | clock network (mW)
finish | 0.470 | 0.891 | 0.837
global route | 0.529 | 0.892 | 0.904
CTS | 0.473 | 0.891 | 0.862
cell type report:
| cell class | count | area (um^2) |
|---|---|---|
| tap | 442 | 553 |
| sequential | 146 | 3660 |
| multi-input combinational | 812 | 5900 |
| fill | 3225 | 20100 |
| inverter | 25 | 93.8 |
| timing repair buffer | 167 | 1650 |
| clock inverter | 11 | 90.1 |
| clock buffer | 21 | 493 |
per-layer routing:
layer / wire, um / share of wire, % / GRT usage, %
met4: 137 / 0.61 / 1.00
met2: 9820 / 44 / 21.5
met5: 0 / 0 / 0
met1: 11300 / 50 / 21.1
met3: 1090 / 4.9 / 2.48
cell usage in the layout (no fill, tap or decap), types with 46 or more instances in the layout:
cell type	count
a21oi_1	65
clkdlybuf4s50_1	158
dfxtp_1	71
edfxtp_1	74
ha_1	86
nand2_1	83
nor2_1	81
o21ai_0	46
xnor2_1	58
xor2_1	57
worst max-delay path, cell delays in order:
cell	delay (ps)
clkdlybuf4s50_1	830
fa_1	500
ha_1	360
nor2b_1	160
o31a_1	280
o41ai_2	480
o21ai_1	180
a221oi_1	350
xnor2_1	160
o221ai_1	120
a221o_1	310
logic make-up (layout without fill, tap and decap cells):
logic type	after synthesis	count (layout)	synth area share, %
fa+ha+maj	107	107	15.1
compound gates	241	241	16.3
mux	22	22	2.50
simple gates	293	293	14.2
buf+inv	95	224	4.89
xor+xnor	115	115	10.1
other cells	2	34	0.0756
flops	146	146	36.9
final timing paths:
kind                                  start                      to  depth (start not counted)
setup / recovery         config_in_tdata[2]  no_of_wr[15]$_DFFE_PP_                         11
setup reg to reg  rd_base_addr[0]$_DFFE_PP_  ar_addr[14]$_SDFF_PP0_                         10
hold reg to reg            state[5]$_DFF_P_     aw_valid$_SDFF_PP1_                          2
hold / removal             state[5]$_DFF_P_     aw_valid$_SDFF_PP1_                          2
No activity file was given, so power comes from the tool's default toggle rates.
